File: flow/run.sh
#!/bin/bash
# OpenROAD 26Q1-2900-gdf79404cd8, Yosys 0.63+post, stock flow scripts
make -C /OpenROAD-flow-scripts/flow DESIGN_CONFIG=/design/flow/config.mk WORK_HOME=/design/flow/orfs finish
File: flow/config.mk
export PLATFORM = sky130hd
export DESIGN_NAME = led_top
export DESIGN_NICKNAME = led_top
export VERILOG_FILES = /design/flow/design.v
export SDC_FILE = /design/flow/constraint.sdc
export NUM_CORES = 4
export LEC_CHECK = 1
export CORE_UTILIZATION = 50
File: flow/constraint.sdc
current_design led_top

set clk_period 5.5
set clk_io_pct 0.2

create_clock -name clk0 -period $clk_period [get_ports {clk}]

set non_clock_inputs [all_inputs -no_clocks]
set_input_delay [expr $clk_period * $clk_io_pct] -clock clk0 $non_clock_inputs
set_output_delay [expr $clk_period * $clk_io_pct] -clock clk0 [all_outputs]
File: flow/design.v
module freq_div(clk, rst, clk_out);
    parameter EXP = 3;
    input clk, rst;
    output clk_out;
    reg [EXP - 1:0] divider;
    assign clk_out = divider[EXP - 1];
    always @(posedge clk or posedge rst) begin
        if(rst)
            divider = 0;
        else
            divider = divider + 1;
    end  
endmodule
module led_top (clk, rst, ptn_sel, led);
    input clk, rst;
    input [1:0] ptn_sel;
    output [9:0] led;
    wire clk_cnt;
    wire [4:0] cnt_a, cnt_b, cnt_c, cnt_d;
    wire [9:0] w0, w1, w2, w3;
    freq_div #(24) f1 (clk, ~rst, clk_cnt);
    updn_count #(10) cnt0(clk_cnt, ~rst, 1'b1, cnt_a);
    updn_count #(22) cnt1(clk_cnt, ~rst, 1'b1, cnt_b);
    updn_count #(18) cnt2(clk_cnt, ~rst, 1'b1, cnt_c);
    updn_count #(18) cnt3(clk_cnt, ~rst, 1'b1, cnt_d);
    rom_a r0(cnt_a, w0);
    rom_b r1(cnt_b, w1);
    rom_c r2(cnt_c, w2);
    rom_d r3(cnt_d, w3);
    assign led = (ptn_sel == 2'b00 ? w0 : 
                  ptn_sel == 2'b01 ? w1 : 
                  ptn_sel == 2'b10 ? w2 : w3);
endmodule
module rom_a (addr, data);
    input [4:0] addr;
    output reg [9:0] data;
    always @(addr) begin     
        case (addr)          
            5'd0: data = 10'b1000000000;
            5'd1: data = 10'b0100000000;
            5'd2: data = 10'b0010000000;
            5'd3: data = 10'b0001000000;
            5'd4: data = 10'b0000100000;
            5'd5: data = 10'b0000010000;
            5'd6: data = 10'b0000001000;
            5'd7: data = 10'b0000000100;
            5'd8: data = 10'b0000000010;
            5'd9: data = 10'b0000000001;
            default: data = 10'b0000000000;
        endcase
    end  
endmodule
module rom_b (addr, data);
    input [4:0] addr;
    output reg [9:0] data;
    always @(addr) begin
        case (addr)
            5'd0: data = 10'b1000000000;
            5'd1: data = 10'b1100000000;
            5'd2: data = 10'b1110000000;
            5'd3: data = 10'b1111000000;
            5'd4: data = 10'b1111100000;
            5'd5: data = 10'b1111110000;
            5'd6: data = 10'b1111111000;
            5'd7: data = 10'b1111111100;
            5'd8: data = 10'b1111111110;
            5'd9: data = 10'b1111111111;
            5'd10: data = 10'b1111111111;
            5'd11: data = 10'b0111111111;
            5'd12: data = 10'b0011111111;
            5'd13: data = 10'b0001111111;
            5'd14: data = 10'b0000111111;
            5'd15: data = 10'b0000011111;
            5'd16: data = 10'b0000001111;
            5'd17: data = 10'b0000000111;
            5'd18: data = 10'b0000000011;
            5'd19: data = 10'b0000000001;
            5'd20: data = 10'b0000000000;
            5'd21: data = 10'b0000000000;
            default: data = 10'b0000000000;
        endcase
    end  
endmodule
module rom_c (addr, data);
    input [4:0] addr;
    output reg [9:0] data;
    always @(addr) begin
        case (addr)
            5'd0: data = 10'b1000000001;
            5'd1: data = 10'b1100000011;
            5'd2: data = 10'b1110000111;
            5'd3: data = 10'b1111001111;
            5'd4: data = 10'b1111111111;
            5'd5: data = 10'b0000000000;
            5'd6: data = 10'b1111111111;
            5'd7: data = 10'b0000000000;
            5'd8: data = 10'b1111111111;
            5'd9: data = 10'b0000000000;
            5'd10: data = 10'b1111111111;
            5'd11: data = 10'b1111111111;
            5'd12: data = 10'b1111001111;
            5'd13: data = 10'b1110000111;
            5'd14: data = 10'b1100000011;
            5'd15: data = 10'b1000000001;
            5'd16: data = 10'b0000000000;
            5'd17: data = 10'b0000000000;
            default: data = 10'b0000000000;
        endcase
    end  
endmodule
module rom_d (addr, data);
    input [4:0] addr;
    output reg [9:0] data;
    always @(addr) begin
        case (addr)
            5'd0: data = 10'b1100000000;
            5'd1: data = 10'b011000000;
            5'd2: data = 10'b001100000;
            5'd3: data = 10'b0001100000;
            5'd4: data = 10'b0000110000;
            5'd5: data = 10'b0000011000;
            5'd6: data = 10'b0000001100;
            5'd7: data = 10'b0000000110;
            5'd8: data = 10'b0000000011;
            5'd9: data = 10'b0000000011;
            5'd10: data = 10'b0000000110;
            5'd11: data = 10'b0000001100;
            5'd12: data = 10'b0000011000;
            5'd13: data = 10'b0000110000;
            5'd14: data = 10'b0001100000;
            5'd15: data = 10'b0011000000;
            5'd16: data = 10'b0110000000;
            5'd17: data = 10'b1100000000;
            default: data = 10'b0000000000;
        endcase
    end  
endmodule
module updn_count (clk, rst, updn, count);
    parameter CNT_LENGTH = 8;
    input clk, rst, updn;
    output reg [0:5] count;
    always @(posedge clk or posedge rst) begin
        if (rst)
            count = 5'd0;
        else begin
            if (updn == 1'b1) begin  
                if (count == CNT_LENGTH - 1)  
                        count = 5'd0;
                else  
                    count = count + 1;
            end  
            else begin  
                if (count == 5'd0)  
                    count = CNT_LENGTH - 1;
                else  
                    count = count - 1;
            end  
        end  
    end  
endmodule
==> GITHUB_STEP_SUMMARY <==
### Yosys + OpenROAD results

| Metric | Value |
|---|---|
| Final WL | ~5.4 mm |
| Largest net degree at the start of global routing | slightly below 50 |
| Static leakage power | 1.46 nW |
| Max-Cap Viols | 0 |
| Element type at the critical path end | output port |
| # placed instances | 380 |
| Core area | between 5000 and 6000 sq um |
| Clk ins delay skew pair | approximately 0.26 ns |
| Final hold violation count | 0 |
| Busiest layer in global routing | met1 |
| I/O Pins | 14 |
| Number of port buffers | 13 |
| Slowest stage delay, CP | between 0.7 and 0.8 ns |
| Worst Clk Skew | between 0.001 and 0.0015 ns |
| Setup violators final | 0 |
| CP endpoint | led[6] |
| Cells after Synth | 305 |
| CTS root buf | clkbuf_8 |
| Top cells, area | dfrtp_1 40%, ha_1 10%, xnor2_1 6.2% |
| Unrepaired setup endpoints after global routing | false |
| Setup crit start | ptn_sel[0] |
| Design area | 3200 sq um |
| Met3 Resource Use GR | under 10% |
| Setup bufs post-CTS | 0 |
| Reg2reg start | f1.divider[8]$_DFF_PN0_ |
| EDFF count, synth | 0 |
| Pwr per Cell Area | 101 nW/um^2 |
| Syn_area_per_cell | roughly 9.7 sq um |
| Setup TNS Final | 0 ns |
| Met1 GRT Util | between 30% and 40% |
| Post-CTS resize count | 0 |
| Residual DRC | 0 |
| Critical path fanouts, max | 14 |
| Post-synth regs | between 40 and 50 |
| Die W | about 79 um |
| Fmax | ~220 MHz |
| Cell type with the largest total area | dfrtp_1 |
| Min cycle time layout | about 4.5 ns |
| Cell at the slowest stage of the critical path | clkdlybuf4s50_1 |
| Status | finished, final reports clean |
| Maximum VDD drop | 0.165 mV |
| Placed cell area | about 3100 sq um |
| R2R depth | 4 |
| Worst-path cell chain | clkdlybuf4s50_1, or3b_1, a311oi_1, a221oi_1, nand2_1, clkdlybuf4s50_1 |
| Reg2Reg Capture Point | f1.divider[23]$_DFF_PN0_ |
| CP Launch Type | input pin |
| Crit Path Category | input pin to output port |
| Vias in the first global route | about 2000 |
| First-pass GRT wire length | a little over 9 mm |
| Initial DRC count | 86 |
| Final period util | between 80% and 90% |
| Register area share after synthesis | ~40% |
| H-tree Lvls | 1 |
| Tool warnings | 41 |
| Num CTS Buffers | 3 |
| ANT cells | 0 |
| DRT Pass-1 Iters | 4 |
| Routed wire per std cell | roughly 14 um |
| Cts hold-fix bufs | 0 |
| Count of unclocked register or latch pins | 24 |
| Met2 usage | 28.6% |
| Synth Cell Area | between 2000 and 3000 sq um |
| Die Span Y | 79.1 um |
| Max-area cell share | between 40% and 50% |
| Max-slew violation count | 0 |
| Reg2Reg Setup Slack | a little under 4 ns |
| Avg Vias per Cell | around 5.6 |
| Slew margin rel. | between 50% and 60% |
| Worst-margin pin slew | 0.727 ns |
| Post-detail-place hpwl | approximately 4.0 mm |
| Yosys stat area | just under 3000 sq um |
| Ys async rst share | 100% |
| Layout cells sized above 1 | 4.17% |
| Grt ovf | 0 |
| Die area | between 6000 and 7000 sq um |
| Final Non-Filler Cells | around 380 |
| Fp_density | 53.0% |
| Hold Crit Class | flop to flop |
| GRT Total Usage | between 10% and 20% |
| Total number of vias | ~2100 |
| Antenna violations before repair | 0 |
| Clock-pin transition on the worst setup and hold timing paths | 0.08 ns |
| # rows | 27 |
| Endpoints left unconstrained | 24 |
| CP Data Arrival Time | roughly 3.4 ns |
| Synth Flop Type | dfrtp_1 |
| Clock Path Buffers | 2 |
| Distinct lib cells used | around 52 |
| Crit path required time | about 4.4 ns |
| RePlAce Congestion | a little under 0.9 |
| Yosys warnings | 12 |
| Ys cells | 305 |
| Area Overhead vs Synth | 7.83% |
| Post-route antenna net violation count | 0 |
| CTS tree | yes |
| Cell repeated most along the worst path | clkdlybuf4s50_1 |
[layout by cell type (no fill, tap or decap), types with 2 or more instances in the layout]
master           synthesis  final
a21oi_1                 10     10
a31oi_1                  3      3
o211ai_1                 4      4
xor2_1                  13     13
or2_1                    2      2
a211oi_1                 3      3
a221o_1                  2      2
o2111ai_1                2      2
xnor2_1                 21     21
mux2i_1                  5      5
a21o_1                   3      3
nor2b_1                 10     10
dfrtp_1                 48     48
o21ai_1                  2      2
o21ai_0                  5      5
clkdlybuf4s50_1          0     12
and3_1                   7      7
a221oi_1                 2      2
nand4_1                  5      5
inv_1                   21     21
nand2b_1                 3      3
ha_1                    24     24
nor3_1                   3      3
nor2_1                  20     20
nand3_1                 31     31
nor4_2                   2      2
nor3b_1                  3      3
clkbuf_8                 0      4
nand2_1                 18     18
[worst min-delay path by stage]
| stage | from | end | slack (ns) | cells after the start |
|---|---|---|---|---|
| global route | f1.divider[18]$_DFF_PN0_ | f1.divider[18]$_DFF_PN0_ | 0.48 | 1 |
| CTS | f1.divider[18]$_DFF_PN0_ | f1.divider[18]$_DFF_PN0_ | 0.47 | 1 |
| finish | f1.divider[18]$_DFF_PN0_ | f1.divider[18]$_DFF_PN0_ | 0.47 | 1 |
[cell type report]
class / count / area [sq um]
Fill cell: 504 / 2400
Multi-Input combinational cell: 225 / 1650
Sequential cell: 48 / 1200
Timing Repair Buffer: 14 / 133
Tap cell: 72 / 90.1
Inverter: 21 / 78.8
Clock buffer: 4 / 55.1
[flip-flops by register name (all words and copies together), names as in the netlist]
| name | flops |
|---|---|
| cnt0.count | 6 |
| cnt3.count | 6 |
| cnt1.count | 6 |
| f1.divider | 24 |
| cnt2.count | 6 |
[routing by layer]
metal	share of wire [%]	wire, um
met1	52	2780
met2	44	2360
met4	0.93	50
met3	3.1	165
met5	0	0
[power by group]
part	internal [mW]	total, mW	switching (mW)
combinational	0.0159	0.0322	0.0163
clock	0.0638	0.114	0.0505
sequential	0.176	0.176	0
[worst max-delay path, delay by kind of cell]
family | cells | cell delay (ns)
buffers and inverters | 2 | 1.22
and+or+nand+nor | 2 | 0.64
AOI/OAI and AO/OA | 2 | 0.44
[synthesized netlist by cell type, types with 2 or more instances]
cell type  count
dfrtp_1       48
nand3_1       31
ha_1          24
inv_1         21
xnor2_1       21
nor2_1        20
nand2_1       18
xor2_1        13
a21oi_1       10
nor2b_1       10
and3_1         7
clkbuf_1       5
mux2i_1        5
nand4_1        5
o21ai_0        5
o211ai_1       4
a211oi_1       3
a21o_1         3
a31oi_1        3
buf_1          3
buf_2          3
nand2b_1       3
nor3_1         3
nor3b_1        3
a221o_1        2
a221oi_1       2
nor4_2         2
o2111ai_1      2
o21ai_1        2
or2_1          2
[metrics by stage]
step / hold slack (ns) / power (mW) / setup WS [ns] / utilization (%)
final: 0.470 / 0.323 / 0.994 / 57.1
after global routing: 0.481 / 0.339 / 0.861 / 57.1
after CTS: 0.470 / 0.328 / 1.03 / 57.1
after detailed placement: 0.455 / 0.213 / 1.04 / 56.1
after global placement: 0.452 / 0.213 / 1.05 / 56.1
after floorplan: 0.438 / 0.191 / 2.44 / -
[logic make-up (layout without fill, tap and decap cells)]
logic type | after synthesis | count (layout) | synth area share, %
simple gates | 115 | 115 | 22.0
flops | 48 | 48 | 40.4
mux | 7 | 7 | 2.82
xor+xnor | 34 | 34 | 10.0
fa+ha+maj | 24 | 24 | 10.1
buf+inv | 32 | 39 | 4.17
compound gates | 45 | 45 | 10.4
No activity file was given, so power comes from the tool's default toggle rates.
