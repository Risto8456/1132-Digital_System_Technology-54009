$ cat /design/flow/design.v
module freq_div(clk, rst, clk_out);
    parameter EXP = 3;
    input clk, rst;
    output clk_out;
    reg [EXP - 1:0] divider;
    assign clk_out = divider[EXP - 1];
    always @(posedge clk or posedge rst) begin
        if(rst)
            divider = 0;
        else
            divider = divider + 1;
    end  
endmodule
module key_buffer(
    clk, rst, press, scan_code, 
    buf_flag, key_buf_code);
    input clk, rst, press;
    input [3:0] scan_code;
    output reg [5:0] buf_flag;
    output reg [23:0] key_buf_code;
    always@ (posedge clk or posedge rst) begin
        if (rst) begin
            buf_flag = 6'b000000;  
            key_buf_code = 24'h000000;
        end
        else
            if (press == 1'b1) begin
                buf_flag = {buf_flag[4:0], 1'b1};
                key_buf_code[23:0] = {key_buf_code[19:0], scan_code};
            end
    end
endmodule
module keyboard (kr, kc, press, scan_code);
    input [3:0] kr;
    input [3:0] kc;
    output reg press;
    output reg [3:0] scan_code;
    always@(kr or kc) begin
        case (kr)
            4'b1110:  
                case (kc)
                    4'b1110: begin press =1'b1; scan_code = 4'h0; end  
                    4'b1101: begin press =1'b1; scan_code = 4'h1; end  
                    4'b1011: begin press =1'b1; scan_code = 4'h2; end  
                    4'b0111: begin press =1'b1; scan_code = 4'h3; end  
                    default: begin press =1'b0; scan_code = 4'h0; end  
                endcase
            4'b1101:  
                case (kc)
                    4'b1110: begin press =1'b1; scan_code = 4'h4; end  
                    4'b1101: begin press =1'b1; scan_code = 4'h5; end  
                    4'b1011: begin press =1'b1; scan_code = 4'h6; end  
                    4'b0111: begin press =1'b1; scan_code = 4'h7; end  
                    default: begin press =1'b0; scan_code = 4'h0; end  
                endcase
            4'b1011:  
                case (kc)
                    4'b1110: begin press =1'b1; scan_code = 4'h8; end  
                    4'b1101: begin press =1'b1; scan_code = 4'h9; end  
                    4'b1011: begin press =1'b1; scan_code = 4'hA; end  
                    4'b0111: begin press =1'b1; scan_code = 4'hB; end  
                    default: begin press =1'b0; scan_code = 4'h0; end  
                endcase
            4'b0111:  
                case (kc)
                    4'b1110: begin press =1'b1; scan_code = 4'hC; end  
                    4'b1101: begin press =1'b1; scan_code = 4'hD; end  
                    4'b1011: begin press =1'b1; scan_code = 4'hE; end  
                    4'b0111: begin press =1'b1; scan_code = 4'hF; end  
                    default: begin press =1'b0; scan_code = 4'h0; end  
                endcase
            default: begin press = 1'b0; scan_code = 4'h0; end
        endcase  
    end  
endmodule
module keyboard_top (
    clk, rst, J4_col, J4_row, press, scan_code, 
    seg7_0, seg7_0_dpt, seg7_1, seg7_1_dpt, 
    seg7_2, seg7_2_dpt, seg7_3, seg7_3_dpt, 
    seg7_4, seg7_4_dpt, seg7_5, seg7_5_dpt);
    input clk, rst;
    input [3:0] J4_col;
    output [3:0] J4_row;
    output press;
    output [3:0] scan_code;
    output [6:0] seg7_0, seg7_1, seg7_2, seg7_3, seg7_4, seg7_5;
    output seg7_0_dpt, seg7_1_dpt, seg7_2_dpt, seg7_3_dpt, seg7_4_dpt, seg7_5_dpt;
    wire [3:0] kr_sel, kc_sel;
    assign J4_row[0] = kr_sel[0];
    assign J4_row[1] = kr_sel[1];
    assign J4_row[2] = kr_sel[2];
    assign J4_row[3] = kr_sel[3];
    assign kc_sel[0] = J4_col[0];
    assign kc_sel[1] = J4_col[1];
    assign kc_sel[2] = J4_col[2];
    assign kc_sel[3] = J4_col[3];
    wire clk_key;
    wire [5:0] buf_flag;
    wire [23:0] key_buf_code;
    freq_div #(21)  m0(clk, ~rst, clk_key);
    kr_scan         m1(clk_key, ~rst, kr_sel);
    keyboard        m2(kr_sel, kc_sel, press, scan_code);
    key_buffer      m3(clk_key, ~rst, press, scan_code, 
                       buf_flag, key_buf_code);
	num_to_seg7_0_F	m4(buf_flag[0], key_buf_code[3 :0],  seg7_0, seg7_0_dpt);
	num_to_seg7_0_F	m5(buf_flag[1], key_buf_code[7 :4],  seg7_1, seg7_1_dpt);
	num_to_seg7_0_F	m6(buf_flag[2], key_buf_code[11:8],  seg7_2, seg7_2_dpt);
	num_to_seg7_0_F	m7(buf_flag[3], key_buf_code[15:12], seg7_3, seg7_3_dpt);
	num_to_seg7_0_F	m8(buf_flag[4], key_buf_code[19:16], seg7_4, seg7_4_dpt);
	num_to_seg7_0_F	m9(buf_flag[5], key_buf_code[23:20], seg7_5, seg7_5_dpt);
endmodule
module kr_scan (clk, rst, kr_out);
    input clk, rst;
    output reg [3:0] kr_out;
    always@ (posedge clk or posedge rst) begin
        if (rst)
            kr_out = 4'b1110;  
        else  
            kr_out={kr_out[2:0],kr_out[3]};
    end
endmodule
module num_to_seg7_0_F(buf_flag, num, seg7, dpt);
	input		buf_flag;
	input		[3:0] num;
	output  	[6:0] seg7;
	output  	dpt;
	reg  		[6:0] seg7;
	reg     	dpt; 
	always @(buf_flag or num)
	if (buf_flag == 1'b1)
		case(num)			       
			4'b0000:{seg7, dpt} = {7'b1000000, 1'b1};  
			4'b0001:{seg7, dpt} = {7'b1111001, 1'b1};  
			4'b0010:{seg7, dpt} = {7'b0100100, 1'b1};  
			4'b0011:{seg7, dpt} = {7'b0110000, 1'b1};  
			4'b0100:{seg7, dpt} = {7'b0011001, 1'b1};  
			4'b0101:{seg7, dpt} = {7'b0010010, 1'b1};  
			4'b0110:{seg7, dpt} = {7'b0000010, 1'b1};  
			4'b0111:{seg7, dpt} = {7'b1111000, 1'b1};  
			4'b1000:{seg7, dpt} = {7'b0000000, 1'b1};  
			4'b1001:{seg7, dpt} = {7'b0010000, 1'b1};  
			4'b1010:{seg7, dpt} = {7'b0001000, 1'b1};  
			4'b1011:{seg7, dpt} = {7'b0000011, 1'b1};  
			4'b1100:{seg7, dpt} = {7'b1000110, 1'b1};  
			4'b1101:{seg7, dpt} = {7'b0100001, 1'b1};  
			4'b1110:{seg7, dpt} = {7'b0000110, 1'b1};  
			4'b1111:{seg7, dpt} = {7'b0001110, 1'b1};  
			default:{seg7, dpt} = {7'b1111111, 1'b1};
		endcase
	else
		{seg7, dpt} = {7'b1111111, 1'b1};
endmodule
$ cat /design/flow/run.sh
#!/bin/bash
# OpenROAD 26Q1-2900-gdf79404cd8, Yosys 0.63+post, stock flow scripts
make -C /OpenROAD-flow-scripts/flow DESIGN_CONFIG=/design/flow/config.mk WORK_HOME=/design/flow/orfs finish
$ cat /design/flow/config.mk
export PLATFORM = sky130hd
export DESIGN_NAME = keyboard_top
export DESIGN_NICKNAME = keyboard_top
export VERILOG_FILES = /design/flow/design.v
export SDC_FILE = /design/flow/constraint.sdc
export NUM_CORES = 4
export LEC_CHECK = 1
export CORE_UTILIZATION = 50
$ cat /design/flow/constraint.sdc
current_design keyboard_top

set clk_period 2.9
set clk_io_pct 0.2

create_clock -name clk0 -period $clk_period [get_ports {clk}]

set non_clock_inputs [all_inputs -no_clocks]
set_input_delay [expr $clk_period * $clk_io_pct] -clock clk0 $non_clock_inputs
set_output_delay [expr $clk_period * $clk_io_pct] -clock clk0 [all_outputs]
==> reports/qor.log <==
[min_path] worst min-delay path category in -> async
[clocking] clock tree from TritonCTS yes
[critical_path] sum of buffers and inverters on the critical path 4
[run_status] outcome finished clean
[sta] clock period minus worst slack 2.74 ns
[critical_path] critical register-to-register path startpoint m0.divider[0]$_DFF_PN0_
[critical_path] Crit. End Element output port
[cells_and_area] count of placed standard cells in the final layout, fillers left out 559
[route] number of iterations in the first detailed-routing pass 4
[synth] synthesized instance count 404
[placed_design] routability congestion estimate 0.792
[critical_path] beginning of the critical path J4_col[1]
[synth] top cell type's share of synthesized area 33.0%
[sta] clk_skew 0.00289 ns
[cells_and_area] most instantiated logic cells after routing clkdlybuf4s50_1 (53), dfrtp_1 (52), ha_1 (37)
[job] number of maximum-capacitance violations 0
[pwr] switching power share of the total 22.6%
[pwr] IR Drop Worst-Case VDD 0.281 mV
[sta] slack of the critical path 0.157 ns
[floorplanning] Core Util at FP 51.3%
[synth] most instantiated flip-flop cell in the synthesis netlist dfrtp_1
[synth] Syn. warnings 5
[pwr] LEAKAGE 2.16 nW
[cells_and_area] dominant logic cell type in the layout clkdlybuf4s50_1
[synth] Synth Cell Area 0.00395 mm2
[grt] number of antenna violations at the first check in global routing 0
[critical_path] endpoint required time on the critical path 2.32 ns
[critical_path] type of element launching the critical path input pin
[synth] cell accounting for the most synthesized area dfrtp_1
[floorplanning] count of boundary I/O pins 63
[grt] number of global-route vias before repair 2915
[sta] RSZ-0062 raised after global routing no
[floorplanning] Total Die Area 0.00825 mm2
[grt] first-pass GRT wire length 13100 um
[synth] number of different library cells in the post-synthesis netlist 44
[pwr] post-layout total power 0.526 mW
[pwr] Clk pwr share 35.5%
[placed_design] Port Buffer Count 56
[critical_path] maximum fanout along the worst path 4
[route] tally of nets with antenna violations remaining after routing 0
[sta] accumulated negative setup slack 0 ns
[sta] endpoints left unconstrained 80
[floorplanning] vertical die dimension 90.8 um
[route] remaining design rule violation count 0
[critical_path] Setup Crit Path Kind in -> out
[placed_design] placed instance count 555
[critical_path] family with the most delay on the worst path buffers and inverters
[pwr] internal power 0.407 mW
[synth] post-synth area from yosys stat 0.00395 mm2
[critical_path] CP arrival 2.16 ns
[clocking] Max Root-Sink Buffers 2
[grt] largest net degree at the start of global routing 35
[sta] max-slew violation count 0
[pwr] Comb power frac 8.9%
[route] total number of vias 3041
[sta] Setup violations, final 0
[pwr] Power Density 113 mW/mm2
[synth] Post-synth regs 55
[placed_design] setup slack after placement 0.0958 ns
[synth] FFs w/ async S/R, synth 100%
[clocking] clock slew seen by the registers of the worst setup and hold paths 0.07 ns
[pwr] sw power 0.119 mW
[sta] fraction of the cycle the final worst path needs 94.6%
[cells_and_area] fraction of final layout cells with drive strength greater than 1 8.75%
[critical_path] Top cell by count, worst path clkdlybuf4s50_1
[sta] slew at the pin closest to its max-slew limit 0.646 ns
[floorplanning] area inside the core boundary 0.00769 mm2
[critical_path] delay of the slowest critical-path stage 0.52 ns
[clocking] number of levels in the clock H-tree 1
[synth] share of the yosys chip area belonging to registers 35.0%
[cells_and_area] signed area change from the synthesized netlist to the final layout 18.0%
[synth] Area contributors post-synth dfrtp_1 (33%), ha_1 (12%), mux2i_1 (6.1%)
[route] Inserted Diodes 0
[job] number of warning messages in the logs 56
[cells_and_area] tally of filler cells in the layout 684
[pwr] Sequential Power Share 55.7%
[placed_design] Detailed Place HPWL 5520 um
[clocking] Num CTS Buffers 3
[synth] cell count listed in synth_stat.txt 404
[route] per-cell via count in the routed design 5.44
[floorplanning] placement row count 32
[critical_path] cells along the critical path clkdlybuf4s50_1 > nand2_1 > o211ai_2 > buf_4 > nand2_4 > inv_1 > clkdlybuf4s50_1
[grt] global-route total usage across every layer 19.4%
[route] violation count after the first detailed-routing iteration 160
[sta] maximum operating frequency 365 MHz
[sta] count of unclocked register or latch pins 34
[synth] average instance area after synthesis 9.76 um2
[clocking] Insertion Delay late pin 0.26 ns
[floorplanning] die width 90.8 um
[sta] Hold Fails Final Rpt 0
[clocking] CTS root buf clkbuf_8
[synth] flip-flops with a built-in enable 0
[critical_path] CP max stage cell clkdlybuf4s50_1
[route] routed wire length 7430 um
[sta] tightest slew margin relative to the limit 56.9%
[grt] remaining global-route overflow 0
[cells_and_area] Flop area 0.00138 mm2
[route] Routed WL per cell 13.3 um
[cells_and_area] combinational gate area 0.00236 mm2
[sta] hold slack final 0.348 ns
area by class of cell:
cell class / count / share of cell area, %
Clock buffer: 3 / 0.887
Clock inverter: 1 / 0.108
Inverter: 26 / 2.10
Multi-Input combinational cell: 305 / 50.7
Sequential cell: 55 / 29.7
Tap cell: 102 / 2.74
Timing Repair Buffer: 67 / 13.8
logic make-up (layout without fill, tap and decap cells):
| kind of cell | Yosys count | count (layout) | share of synthesized area [%] |
|---|---|---|---|
| other cells | 1 | 6 | 0.0951 |
| xor+xnor | 24 | 24 | 5.33 |
| compound gates | 83 | 83 | 15.6 |
| simple gates | 119 | 119 | 16.4 |
| fa+ha+maj | 37 | 37 | 11.7 |
| buf+inv | 49 | 97 | 5.74 |
| mux | 36 | 36 | 10.1 |
| flops | 55 | 55 | 35.0 |
power by group through the flow:
stage         registers [mW]  clock network (mW)  logic [mW]
global route           0.292               0.209      0.0546
finish                 0.292               0.186      0.0467
CTS                    0.292               0.195      0.0485
what timing repair did:
action | in CTS | in global routing
setup endpoints to repair | 0 | 1
buffers inserted | 0 | 0
hold buffers | 0 | 0
endpoints found under the hold margin | 0 | 0
resized | 0 | 3
through the flow:
| stage | cell area (um2) | util [%] |
|---|---|---|
| after global placement | 4600 | 59.8 |
| after CTS | 4650 | 60.4 |
| after floorplan | 3960 | - |
| after global routing | 4650 | 60.5 |
| after detailed placement | 4600 | 59.8 |
| final | 4650 | 60.5 |
path summary, 6_finish.rpt:
kind	cells past startpoint	endpoint	slack, ns
hold reg to reg	1	m0.divider[10]$_DFF_PN0_	0.47
min in group clk0	1	m0.divider[10]$_DFF_PN0_	0.47
setup / recovery	7	press	0.16
hold / removal	1	m0.divider[18]$_DFF_PN0_	0.35
max in group asynchronous	2	m0.divider[4]$_DFF_PN0_	1.96
setup reg to reg	5	m0.divider[10]$_DFF_PN0_	1.34
worst reg2reg max path, cell delays in order, from the launching register on:
cell     delay, ns
dfrtp_1       0.39
ha_1          0.22
and4_1        0.35
and4_1        0.27
nand3_1       0.10
xnor2_1       0.13
layer usage:
layer  part of all wire [%]  track usage, %  up-vias
li1                       -               -     1534
met1                     50            30.3     1452
met2                     47            32.4       53
met3                    2.6            1.37        2
met4                   0.13            1.19        0
met5                      0               0        -
Yosys cell counts (all sizes together) (3+ instances only):
cell type  instances
a21boi             7
a21oi              6
a31oi              4
and2               5
and4               3
buf               11
clkbuf            12
dfrtp             52
dfstp              3
ha                37
inv               25
mux2              11
mux2i             24
nand2             25
nand2b            10
nand3             21
nand3b             4
nand4              5
nand4b             4
nor2              20
nor2b             14
o211ai            23
o21ai             18
o311ai            15
o31a               5
xnor2             18
xor2               6
registers in the layout, summed over array words and instances (netlist names):
name             count
m0.divider          21
m3.key_buf_code     24
m1.kr_out            4
m3.buf_flag          6
Power is estimated from default activity; no workload was simulated.
