==> design/flow/design.v <==
module freq_div(clk, rst, clk_out);
    parameter EXP = 3;
    input clk, rst;
    output clk_out;
    reg [EXP - 1:0] divider;
    assign clk_out = divider[EXP - 1];
    always @(posedge clk or posedge rst) begin
        if(rst)
            divider = 0;
        else
            divider = divider + 1;
    end  
endmodule
module key_buffer(
    clk, rst, press, scan_code, 
    buf_flag, key_buf_code);
    input clk, rst, press;
    input [3:0] scan_code;
    output reg [5:0] buf_flag;
    output reg [23:0] key_buf_code;
    always@ (posedge clk or posedge rst) begin
        if (rst) begin
            buf_flag = 6'b000000;  
            key_buf_code = 24'h000000;
        end
        else
            if (press == 1'b1) begin
                buf_flag = {buf_flag[4:0], 1'b1};
                key_buf_code[23:0] = {key_buf_code[19:0], scan_code};
            end
    end
endmodule
module keyboard (kr, kc, press, scan_code);
    input [3:0] kr;
    input [3:0] kc;
    output reg press;
    output reg [3:0] scan_code;
    always@(kr or kc) begin
        case (kr)
            4'b1110:  
                case (kc)
                    4'b1110: begin press =1'b1; scan_code = 4'h0; end  
                    4'b1101: begin press =1'b1; scan_code = 4'h1; end  
                    4'b1011: begin press =1'b1; scan_code = 4'h2; end  
                    4'b0111: begin press =1'b1; scan_code = 4'h3; end  
                    default: begin press =1'b0; scan_code = 4'h0; end  
                endcase
            4'b1101:  
                case (kc)
                    4'b1110: begin press =1'b1; scan_code = 4'h4; end  
                    4'b1101: begin press =1'b1; scan_code = 4'h5; end  
                    4'b1011: begin press =1'b1; scan_code = 4'h6; end  
                    4'b0111: begin press =1'b1; scan_code = 4'h7; end  
                    default: begin press =1'b0; scan_code = 4'h0; end  
                endcase
            4'b1011:  
                case (kc)
                    4'b1110: begin press =1'b1; scan_code = 4'h8; end  
                    4'b1101: begin press =1'b1; scan_code = 4'h9; end  
                    4'b1011: begin press =1'b1; scan_code = 4'hA; end  
                    4'b0111: begin press =1'b1; scan_code = 4'hB; end  
                    default: begin press =1'b0; scan_code = 4'h0; end  
                endcase
            4'b0111:  
                case (kc)
                    4'b1110: begin press =1'b1; scan_code = 4'hC; end  
                    4'b1101: begin press =1'b1; scan_code = 4'hD; end  
                    4'b1011: begin press =1'b1; scan_code = 4'hE; end  
                    4'b0111: begin press =1'b1; scan_code = 4'hF; end  
                    default: begin press =1'b0; scan_code = 4'h0; end  
                endcase
            default: begin press = 1'b0; scan_code = 4'h0; end
        endcase  
    end  
endmodule
module kr_scan (clk, rst, kr_out);
    input clk, rst;
    output reg [3:0] kr_out;
    always@ (posedge clk or posedge rst) begin
        if (rst)
            kr_out = 4'b1110;  
        else  
            kr_out={kr_out[2:0],kr_out[3]};
    end
endmodule
module num_to_seg7_0_F(buf_flag, num, seg7, dpt);
	input		buf_flag;
	input		[3:0] num;
	output  	[6:0] seg7;
	output  	dpt;
	reg  		[6:0] seg7;
	reg     	dpt; 
	always @(buf_flag or num)
	if (buf_flag == 1'b1)
		case(num)			       
			4'b0000:{seg7, dpt} = {7'b1000000, 1'b1};  
			4'b0001:{seg7, dpt} = {7'b1111001, 1'b1};  
			4'b0010:{seg7, dpt} = {7'b0100100, 1'b1};  
			4'b0011:{seg7, dpt} = {7'b0110000, 1'b1};  
			4'b0100:{seg7, dpt} = {7'b0011001, 1'b1};  
			4'b0101:{seg7, dpt} = {7'b0010010, 1'b1};  
			4'b0110:{seg7, dpt} = {7'b0000010, 1'b1};  
			4'b0111:{seg7, dpt} = {7'b1111000, 1'b1};  
			4'b1000:{seg7, dpt} = {7'b0000000, 1'b1};  
			4'b1001:{seg7, dpt} = {7'b0010000, 1'b1};  
			4'b1010:{seg7, dpt} = {7'b0001000, 1'b1};  
			4'b1011:{seg7, dpt} = {7'b0000011, 1'b1};  
			4'b1100:{seg7, dpt} = {7'b1000110, 1'b1};  
			4'b1101:{seg7, dpt} = {7'b0100001, 1'b1};  
			4'b1110:{seg7, dpt} = {7'b0000110, 1'b1};  
			4'b1111:{seg7, dpt} = {7'b0001110, 1'b1};  
			default:{seg7, dpt} = {7'b1111111, 1'b1};
		endcase
	else
		{seg7, dpt} = {7'b1111111, 1'b1};
endmodule
module bin2bcd(bin, bcd);
    input [7:0] bin;
    output reg [11:0] bcd;
    integer i;   
    always @(bin) begin
		bcd = 0;
        for (i = 0; i < 8; i = i+1) begin
                bcd = {bcd[10:0],bin[7-i]};
            if (i<7 && bcd[3:0]>4) 
				bcd[3:0] = bcd[3:0] + 4'd3;
            if (i<7 && bcd[7:4]>4)
				bcd[7:4] = bcd[7:4] + 4'd3;
            if (i<7 && bcd[11:8]>4)
				bcd[11:8] = bcd[11:8] + 4'd3;  
		end
	end                 
endmodule
module keyboard2_top (
    clk, rst, J4_col, J4_row, press, scan_code, 
    seg7_0, seg7_0_dpt, seg7_1, seg7_1_dpt, 
    seg7_2, seg7_2_dpt);
    input clk, rst;
    input [3:0] J4_col;
    output [3:0] J4_row;
    output press;
    output [3:0] scan_code;
    output [6:0] seg7_0, seg7_1, seg7_2;
    output seg7_0_dpt, seg7_1_dpt, seg7_2_dpt;
    wire [3:0] kr_sel, kc_sel;
    assign J4_row[0] = kr_sel[0];
    assign J4_row[1] = kr_sel[1];
    assign J4_row[2] = kr_sel[2];
    assign J4_row[3] = kr_sel[3];
    assign kc_sel[0] = J4_col[0];
    assign kc_sel[1] = J4_col[1];
    assign kc_sel[2] = J4_col[2];
    assign kc_sel[3] = J4_col[3];
    wire clk_key;
    wire [20:0] sum;  
    wire [11:0] key_buf_code;  
    freq_div #(21)  m0 (clk, ~rst, clk_key);
    kr_scan         m1 (clk_key, ~rst, kr_sel);
    keyboard        m2 (kr_sel, kc_sel, press, scan_code);
    key_buffer      m3(clk_key, ~rst, press, scan_code, sum);
    bin2bcd         m7(sum[7:0], key_buf_code[11:0]);
    num_to_seg7_0_F m4 (1, key_buf_code[3 :0], seg7_0, seg7_0_dpt);
    num_to_seg7_0_F m5 (1, key_buf_code[7 :4], seg7_1, seg7_1_dpt);
    num_to_seg7_0_F m6 (1, key_buf_code[11:8], seg7_2, seg7_2_dpt);
endmodule
==> design/flow/run.sh <==
#!/bin/bash
# OpenROAD 26Q1-2900-gdf79404cd8, Yosys 0.63+post, stock flow scripts
make -C /OpenROAD-flow-scripts/flow DESIGN_CONFIG=/design/flow/config.mk WORK_HOME=/design/flow/orfs finish
==> design/flow/config.mk <==
export PLATFORM = sky130hd
export DESIGN_NAME = keyboard2_top
export DESIGN_NICKNAME = keyboard2_top
export VERILOG_FILES = /design/flow/design.v
export SDC_FILE = /design/flow/constraint.sdc
export NUM_CORES = 4
export LEC_CHECK = 1
export CORE_UTILIZATION = 40
==> design/flow/constraint.sdc <==
current_design keyboard2_top

set clk_period 2.8
set clk_io_pct 0.2

create_clock -name clk0 -period $clk_period [get_ports {clk}]

set non_clock_inputs [all_inputs -no_clocks]
set_input_delay [expr $clk_period * $clk_io_pct] -clock clk0 $non_clock_inputs
set_output_delay [expr $clk_period * $clk_io_pct] -clock clk0 [all_outputs]
==> results_dict.tcl <==
# flow metrics
set metrics [dict create \
    grtUsageTotal_pct 13.2 \
    whs_ns 0.473 \
    core_area_sq_um 4850 \
    yosys_cells 225 \
    status "finished clean" \
    hold_buffers 0 \
    cts-buffers-inserted 3 \
    clkLatencyLatePin_ns 0.25 \
    fp_util_pct 42.5 \
    wire_per_inst_um 9.90 \
    critPathKind "in2out" \
    slew_viol_final 0 \
    tightestPinTransition_ns 0.594 \
    fin_cells 319 \
    ys_warn_count 10 \
    dp_hpwl_mm 2.39 \
    untimed_endpoints 28 \
    hold_viol_final 0 \
    vias 1467 \
    drcViolationCount 0 \
    ant_nets 0 \
    cts_root_buf "clkbuf_8" \
    grt_pass1_vias 1339 \
    ys_chip_area_sq_um 2060 \
    p_leak_nw 1.09 \
    postCtsSetupBuffers 0 \
    clkSlewWorstSetupHoldPaths_ns 0.07 \
    via_per_inst 4.60 \
    synth_top_cell_by_area "dfrtp_1" \
    final_cell_area_sq_um 2420 \
    max_freq_mhz 378 \
    drive_gt1_share_pct 7.94 \
    pin_count 39 \
    ys.flops 31 \
    edf_count 0 \
    max_cap_viol_count 0 \
    antenna_found_initial 0 \
    syn-cell-area_sq_um 2060 \
    synth.area.top_cells "dfrtp_1, xnor2_1, ha_1, nand2_1, xor2_1" \
    slew_headroom_pct 60.2 \
    power_density_nw_per_um2 213 \
    dpl-instance-area_sq_um 2360 \
    setup_viol 0 \
    synth_cell_types 46 \
    tool_warnings 32 \
    num_rows 25 \
    grt_max_degree 32 \
    cp.arrival_ns 2.08 \
    totalWireLength_mm 3.16 \
    min_path_type "reg2reg" \
    die_x_um 73.7 \
    synth_top_area_share_pct 34.0 \
    fill_cells 453 \
    min_period_ns 2.64 \
    ys_seq_share_pct 37.9 \
    detail_route.iter0.violations 69 \
    ff_type "dfrtp_1" \
    antenna_cells 0 \
    h-tree-depth 1 \
    syn_inst 225 \
    grt_pass1_wl_mm 5.66 \
    skew_ns 0.00127 \
    start_kind "input port" \
    cts_buffer_depth 2 \
    numPortBuffers 28 \
    areaGrowthSynthToFinish_pct 17.5 \
    globalplace.congestion 0.830 \
    die_y_um 73.7 \
    cp.required_ns 2.24 \
    min_period_over_period_pct 94.4 \
    syn_area_per_cell_sq_um 9.15 \
    worstSetupEndpointType "output port" \
    critPathMaxFanout 3 \
    chipArea_sq_um 5440 \
    cts_tree "built" \
    grt-ovfl-total 0 \
    dr.pass1.iters 4 \
    dp.cells 315 \
    synthArstFlopShare_pct 100 \
    unclocked_regs 10 \
    peakVddDrop_uv 296 \
    rsz0062_at_grt "false" \
]
==> cells in the final DEF, fill, tap and decap left out, types with 2 or more instances in the layout <==
master            n
dfrtp_1          28
nand2_1          26
clkdlybuf4s50_1  25
xnor2_1          20
nor2_1           17
inv_1            14
xor2_1           10
o21ai_0          10
ha_1             10
conb_1           10
nand2b_1          7
nand3_1           7
mux2i_1           5
mux2_2            4
a21oi_1           4
buf_4             4
and2_1            3
and3_1            3
nand4_1           3
nor3_1            3
o21ai_1           3
clkbuf_8          3
dfstp_2           3
a2bb2oi_1         2
o211ai_1          2
o31ai_1           2
and4_1            2
dlygate4sd2_1     2
==> synthesized netlist by cell type (all sizes together) (2+ instances only) <==
library cell,instances
nand3,7
a2bb2oi,2
a211oi,2
nand4,3
and2,3
and3,3
and4,2
dfstp,3
buf,16
o2bb2ai,2
inv,14
nand2b,7
ha,10
nand2,26
mux2,4
xor2,10
o31ai,2
nor3,4
dfrtp,28
o211ai,2
nor2,17
a21oi,5
xnor2,21
mux2i,5
o21ai,13
conb,2
==> state kept, by name (all words and copies together) (netlist names) <==
signal       flops
m0.divider      21
m1.kr_out        4
m3.buf_flag      6
==> area by class of cell <==
type                            instances  area [sq um]  area share [%]
Clock buffer                            4          45.0            1.86
Inverter                               14          52.6            2.17
Multi-Input combinational cell        171          1150            47.4
Sequential cell                        31           779            32.2
Tap cell                               67          83.8            3.47
Timing Repair Buffer                   32           310            12.8
==> cell families after synthesis <==
kind of cell / after synthesis / share of synthesized area (%)
flops: 31 / 37.9
xor+xnor: 31 / 13.6
other cells: 2 / 0.365
mux: 9 / 4.62
simple gates: 75 / 17.5
buf+inv: 31 / 8.39
compound gates: 36 / 11.6
fa+ha+maj: 10 / 6.08
==> repair_timing <==
action,in CTS,in global routing
cloned,0,0
resized,3,2
pin swaps,2,1
setup endpoints to repair,2,2
==> worst max-delay path, cell delays in order <==
cell and delay (ns):
clkdlybuf4s50_1 0.45, nand2b_1 0.17, o2bb2ai_2 0.17, nand2_1 0.10
nor3b_2 0.16, clkdlybuf4s50_1 0.47
==> layer usage <==
metal	vias to the layer above	share of wire [%]	routed length (um)	GRT usage, %
met3	2	2.9	91	1.25
met5	-	0	0	0
met2	22	43	1370	21.2
met1	652	53	1680	21.1
met4	0	0.54	17	1.07
li1	791	-	-	-
==> per-stage QoR <==
stage          total power, mW  setup TNS, ns  util (%)  worst slack (ns)
4_1_cts                  0.526              0      49.7            0.0564
5_1_grt                  0.541              0      49.9           0.00589
2_1_floorplan            0.325              0         -              1.05
6_report                 0.516              0      49.9             0.157
3_5_place_dp             0.337        -0.0804      48.7           -0.0755
3_3_place_gp             0.337        -0.0638      48.7           -0.0638
==> report_power, final <==
group / total [mW] / switching, mW / internal (mW)
Sequential: 0.303 / 0 / 0.303
Clock: 0.185 / 0.0844 / 0.101
Combinational: 0.0270 / 0.0154 / 0.0116
==> worst paths after layout <==
| kind | startpoint | to | slack (ns) | depth (start not counted) |
|---|---|---|---|---|
| max | J4_col[0] | scan_code[3] | 0.16 | 6 |
| min | m0.divider[7] | m0.divider[7] | 0.47 | 1 |
| max reg2reg | m0.divider[2] | m0.divider[15] | 1.07 | 6 |
| min reg2reg | m0.divider[7] | m0.divider[7] | 0.47 | 1 |
| max in group asynchronous | rst | m0.divider[16] | 1.84 | 2 |
| min in group asynchronous | rst | m0.divider[6] | 0.69 | 2 |
Power is estimated from default activity; no workload was simulated.
